==> design/flow/design.v <==
module bird (
        input clk,
        input [15:0] data_in,
        output logic [15:0] data_out,
        output logic [11:0] address,
        output memwt
        );
logic [11:0] pc,ir;  
logic [4:0] state;  
logic [15:0] regbank [7:0]; 
logic zeroflag;  
logic [15:0] result;  
localparam    FETCH=4'b0000,
        LDI=4'b0001, 
        LD=4'b0010,
        ST=4'b0011,
        JZ=4'b0100,
        JMP=4'b0101,
        ALU=4'b0111,
        PUSH=4'b1000,
        POP1=4'b1001,
        POP2=4'b1100,
        CALL=4'b1010,
        RET1=4'b1011,
        RET2=4'b1101;
logic zeroresult; 
always_ff @(posedge clk)
    case(state) 
        FETCH: 
            begin
                if ( data_in[15:12]==JZ)  
                    if (zeroflag)   
                        state <= JMP;
                    else
                        state <= FETCH;  
                else
                    state <= data_in[15:12];  
                ir<=data_in[11:0];  
                pc<=pc+1;  
            end
        LDI:
            begin
                regbank[ ir[2:0] ] <= data_in; 
                pc<=pc+1;  
                state <= FETCH;
            end
        LD:
            begin
                regbank[ir[2:0]] <= data_in;
                state <= FETCH;  
            end 
        ST:
            begin
                state <= FETCH;  
            end
        JMP:
            begin
                pc <= pc+ir;
                state <= FETCH;  
            end
        ALU:
            begin
                regbank[ir[2:0]]<=result;
                zeroflag<=zeroresult;
                state <= FETCH;
            end
        PUSH:
            begin
                 regbank[7]<=regbank[7]-1;
                 state <= FETCH;
            end
        POP1:
            begin
                regbank[7]<=regbank[7]+1;
                state <= POP2;
            end
        POP2:  
            begin
                regbank[ir[2:0]] <= data_in;
                state <= FETCH; 
            end
        CALL: 
            begin
                regbank[7]<=regbank[7]-1;
                pc<=pc+ir;
                state <= FETCH; 
            end
        RET1:
            begin
                regbank[7]<=regbank[7]+1;
                state <= RET2;
            end
        RET2:
            begin
                pc<=data_in[11:0];
                state <= FETCH; 
            end
    endcase
always_comb
    case (state)
        LD:    address=regbank[ir[5:3]][11:0];
        ST:    address=regbank[ir[5:3]][11:0];
        PUSH:    address=regbank[7][11:0];
        POP2:    address=regbank[7][11:0];
        CALL:    address=regbank[7][11:0];
        RET2:    address=regbank[7][11:0];
        default: address=pc;
    endcase
assign memwt=(state==ST)||(state==PUSH)||(state==CALL);
always_comb
    case (state)
        CALL: data_out = {4'b0,pc};
        default: data_out = regbank[ir[8:6]];
    endcase
always_comb  
    case (ir[11:9])
        3'h0: result = regbank[ir[8:6]]+regbank[ir[5:3]];  
        3'h1: result = regbank[ir[8:6]]-regbank[ir[5:3]];  
        3'h2: result = regbank[ir[8:6]]&regbank[ir[5:3]];  
        3'h3: result = regbank[ir[8:6]]|regbank[ir[5:3]];  
        3'h4: result = regbank[ir[8:6]]^regbank[ir[5:3]];  
		  3'h5: result = regbank[ir[8:6]] << regbank[ir[5:3]];
        3'h7: case (ir[8:6])
            3'h0: result = !regbank[ir[5:3]];
            3'h1: result = regbank[ir[5:3]];
            3'h2: result = regbank[ir[5:3]]+1;
            3'h3: result = regbank[ir[5:3]]-1;
            default: result=16'h0000;
             endcase
        default: result=16'h0000;
    endcase
assign zeroresult = ~|result;
initial 
begin
    state=FETCH;
    zeroflag=0;
    pc=0;
end
endmodule
==> design/flow/run.sh <==
#!/bin/bash
# OpenROAD 26Q1-2900-gdf79404cd8, Yosys 0.63+post, stock flow scripts
make -C /OpenROAD-flow-scripts/flow DESIGN_CONFIG=/design/flow/config.mk WORK_HOME=/design/flow/orfs finish
==> design/flow/config.mk <==
export PLATFORM = sky130hd
export DESIGN_NAME = bird
export DESIGN_NICKNAME = bird
export VERILOG_FILES = /design/flow/design.v
export SDC_FILE = /design/flow/constraint.sdc
export NUM_CORES = 4
export LEC_CHECK = 1
export CORE_UTILIZATION = 50
==> design/flow/constraint.sdc <==
current_design bird

set clk_period 18.1
set clk_io_pct 0.2

create_clock -name clk0 -period $clk_period [get_ports {clk}]

set non_clock_inputs [all_inputs -no_clocks]
set_input_delay [expr $clk_period * $clk_io_pct] -clock clk0 $non_clock_inputs
set_output_delay [expr $clk_period * $clk_io_pct] -clock clk0 [all_outputs]
==> results.cfg <==
; synthesis and place-and-route metrics
[outcome]
status = completed

[final_timing]
worst_pin_slew_ns = 0.972
hold-worst-slack_ns = 0.563
setup_viol = 0
timing.final.ws_setup_ns = 11.05
slew_violations = 0
tns_ns = 0
timing.final.crit_share_pct = 38.9
rsz0062_at_grt = no
finalCriticalPeriod_ns = 7.05
fmax_mhz = 142
final_hold_viol_count = 0
slew_headroom_pct = 35.2
clock_skew_ns = 0.0195

[logic_synthesis]
syn_avg_cell_area_sq_um = 10.4
topCellsByArea = edfxtp_1 37%, mux4_2 7.7%, ha_1 7.3%, mux2i_1 4.2%, o21ai_0 3.3%
ys_async_sr_fraction_pct = 0
yosys-stat-area_sq_mm = 0.0128
ys_seq_share_pct = 37.6
synth_cells = 1241
largest_area_cell = edfxtp_1
synth-edff-count = 157
top_cell_area_share_pct = 36.7
ys_seq_elements = 163
synthFlopType = edfxtp_1
ys_cells = 1241
yosysUniqueCellTypes = 83
ys_warn_count = 1
syn_area_sq_mm = 0.0128

[placement]
dp_hpwl_microns = 33900
place_area_sq_mm = 0.0138
gp_congestion = 1.05
place_ws_ns = 11.55
numPortBuffers = 45

[worst_setup_path]
reg2reg_depth = 19
crit_path_max_incr_delay_ns = 0.71
path_max_fanout = 24
crit_top_cell = nor2_1
cp-end-kind = output pin
crit_path_start_kind = flop
path_class = reg -> out
slowest_stage = nand2_1
required_ns = 14.48
crit_chain = inv_1 > nor2_1 > nand2_1 > nor2_1 > a21oi_1 > clkdlybuf4s50_1
worstPathArrival_ns = 3.43

[clock_network]
clock_latency_ns = 0.43
clock_sinks = 163
cts.hold.buffers_added = 0
post-cts-setup-buffer-count = 0
cts_tree = built
cts_buffer_depth = 2
cts_root_buf = clkbuf_16
h-tree-depth = 4
cts_resized = 0
cts.clk_slew.worst_paths_ns = 0.08
cts_buffers = 17

[floorplanning]
chipArea_sq_mm = 0.0263
die-width_microns = 162
num_rows = 58
fp_util_pct = 51.0
io_pins = 46
die_height_microns = 162
core_sq_mm = 0.0252

[final_layout]
drive_gt1_share_pct = 13.8
design_area_sq_mm = 0.0144
layout_top_cell = edfxtp_1
lay_top_cells = 157 x edfxtp_1, 105 x nor2_1, 88 x nand2_1
post-route-util_pct = 57.1
area_growth_pct = 12.0

[drt]
drc = 0
vias = 10800
first_pass_iters = 6
antenna_left = 0
diodes = 0
vias_per_cell = 6.60
drt_iter0_drc = 932
wl_microns = 45300
wl_per_cell_microns = 27.8

[global_route]
grt_use_total_pct = 38.2
grt_pass1_wl_microns = 67700
grt-ovfl-total = 0
grt_pass1_vias = 10800
grt_max_degree = 53
antenna_found_initial = 2

[flow_run]
warning_count = 43
drv_cap = 0

[min_path]
hold_depth = 1
worstHoldPathType = reg -> reg
## routing by layer
layer | track usage, % | vias to the layer above | share of wire (%)
li1 | - | 4875 | -
met1 | 51.5 | 5132 | 37
met2 | 56.0 | 628 | 45
met3 | 16.7 | 125 | 12
met4 | 15.6 | 4 | 5.1
met5 | 3.03 | - | 0.057
## critical path, delay by kind of cell, from the launching register on
family	cells	cell delay, ns
AND-OR/OR-AND	1	0.07
buffers and inverters	2	0.64
flip-flops	1	0.67
AND/OR/NAND/NOR	3	1.62
## area by class of cell
| type | instances | area (sq um) |
|---|---|---|
| fill | 2156 | 10800 |
| tap | 330 | 413 |
| inverter | 58 | 218 |
| clock inverter | 15 | 180 |
| multi-input combinational | 953 | 7490 |
| sequential | 163 | 4840 |
| timing repair buffer | 94 | 818 |
| clock buffer | 17 | 425 |
## per-stage QoR
step | std cells
after global routing | 1630
final | 1630
after floorplan | 1241
after CTS | 1630
after global placement | 1598
after detailed placement | 1598
## cells in the mapped netlist, types with 7 or more instances
library cell    n
nand2b_1       16
mux4_2         44
o21a_1         11
and3_1          9
nand2_1        88
nor2_1        105
or2_2           9
a22oi_1        24
o211ai_1       20
nor2b_1        23
mux4_1          7
nand3_1        30
o221ai_1        8
o21ai_1        13
xnor2_1        37
o31ai_1        13
a21o_1         11
nor3_1         19
mux2_2         13
clkbuf_1       45
o22ai_1        17
nand4_1         7
ha_1           75
a21oi_1        62
mux2i_1        54
a31oi_1        15
xor2_1         19
inv_2           7
buf_2          12
edfxtp_1      157
o21ai_0        84
inv_1          50
## worst paths after layout
check,from,end,slack [ns]
max,state[3]$_DFFE_PP_,data_out[6],11.05
min,ir[3]$_DFFE_PP_,flop,0.56
max reg2reg,flop,regbank[7][14]$_DFFE_PP_,12.07
min reg2reg,ir[3]$_DFFE_PP_,flop,0.56
## state kept, by name, indices dropped and copies added, names as in the netlist, named ones only
signal,flops
state,4
zeroflag,1
ir,12
regbank,128
pc,12
## cell families after synthesis
family          count (synthesis)  synth area share (%)
compound gates                341                  17.3
simple gates                  347                  13.1
mux                           131                  16.2
fa+ha+maj                      78                  7.77
flops                         163                  37.6
buf+inv                       125                  4.19
xor+xnor                       56                  3.82
