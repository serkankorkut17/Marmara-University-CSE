--- flow/run.sh ---
#!/bin/bash
# OpenROAD 26Q1-2900-gdf79404cd8, Yosys 0.63+post, stock flow scripts
make -C /OpenROAD-flow-scripts/flow DESIGN_CONFIG=/design/flow/config.mk WORK_HOME=/design/flow/orfs finish
--- flow/config.mk ---
export PLATFORM = sky130hd
export DESIGN_NAME = alu32
export DESIGN_NICKNAME = alu32
export VERILOG_FILES = /design/flow/design.v
export SDC_FILE = /design/flow/constraint.sdc
export NUM_CORES = 4
export LEC_CHECK = 1
export CORE_UTILIZATION = 40
--- flow/constraint.sdc ---
current_design alu32

set clk_period 23.8
set clk_io_pct 0.2

create_clock -name clk0 -period $clk_period

set non_clock_inputs [all_inputs -no_clocks]
set_input_delay [expr $clk_period * $clk_io_pct] -clock clk0 $non_clock_inputs
set_output_delay [expr $clk_period * $clk_io_pct] -clock clk0 [all_outputs]
--- flow/design.v ---
module alu32(sum,a,b,zout,nout,vout,gin); 
output [31:0] sum;
input [31:0] a,b; 
input [2:0] gin; 
reg [31:0] sum;
reg [31:0] less;
reg [31:0] nb;
output zout;
reg zout;
output nout;
reg nout;
output vout;
reg vout;
always @(a or b or gin)
begin
	case(gin)
	3'b010: begin sum=a+b; 		 
			if (a[31] == b[31] && a[31] != sum[31]) vout=1;
			else vout=0;
		end
	3'b110: begin sum=a+1+(~b);	 
			nb=1+(~b);
			if (a[31] == nb[31] && a[31] != sum[31]) vout=1;
			else vout=0;
		end
	3'b111: begin less=a+1+(~b);	 
			if (less[31]) sum=1;	
			else sum=0;
		  end
	3'b000: sum=a & b;	 
	3'b001: sum=a|b;		 
	3'b011: sum=a<<b;		 
	3'b100: sum=a;			 
	default: sum=31'bx;	
	endcase
zout=~(|sum);
nout=sum[31];
end
endmodule
==> impl_metrics.py <==
# Auto-generated metrics
metrics = {
    "routing": {
        "insertedDiodeCount": 0,
        "drt_wl_total_um": 32500,
        "ant_nets": 0,
        "detail_route.first_pass.iterations": 7,
        "dr.first_iter.drc_count": 715,
        "routed-via-count": 8546,
        "wire_per_inst_um": 24.3,
        "detail_route.vias_per_cell": 6.40,
        "detail_route.drc_violations": 0,
    },
    "final_timing": {
        "setup_total_negative_slack_ps": 0,
        "max-slew-margin-rel_pct": 43.9,
        "rsz0062_at_grt": "false",
        "max_freq_mhz": 66.2,
        "final_hold_viol_count": 0,
        "min_period_ps": 15110,
        "unconstrained_endpoints": 2,
        "final_max_slew_viol_count": 0,
        "setup_violations": 0,
        "unclocked_pins": 1,
        "final_min_period_over_clock_period_pct": 63.5,
        "tightestPinTransition_ps": 831,
    },
    "yosys": {
        "synth_area_um2": 7350,
        "ys_ff": 1,
        "synth_area_leader_cell": "ha_1",
        "post-synth-top-count-cell": "nand2_1",
        "number_of_flops_mapped_to_enable_cells_by_yosys": 0,
        "synth_largest_type_area_fraction_pct": 17.0,
        "synth.yosys.warnings": 1,
        "syn-mean-instance-area_um2": 6.95,
        "main_flop_type": "dlxtn_1",
        "synth_stat.cells": 1058,
        "synth.cells.most_frequent": "nand2_1 (113), ha_1 (100), inv_1 (94)",
        "postSynth.asyncResetShare_pct": 0,
        "synth.top_cells.by_area": "ha_1 (17%), mux4_2 (8.3%), mux2i_1 (7.6%), nand2_1 (5.8%), a21oi_1 (5.1%)",
        "yosysChipArea_um2": 7350,
        "post_synth_inst_count": 1058,
        "synth_cell_types": 87,
    },
    "grt": {
        "global_route.usage.total_pct": 35.1,
        "grt_start_max_net_pins": 55,
        "grt_first_pass_wirelength_um": 48000,
        "via_count_of_the_first_global_routing_pass": 7764,
        "gr-total-overflow": 0,
        "antenna_found_initial": 1,
    },
    "finish": {
        "num-fill-cells": 1871,
        "stdcell_area_um2": 8470,
        "fraction_of_layout_instances_using_a_drive_strength_above_1_pct": 7.05,
        "area.growth.synth_to_final_pct": 15.2,
        "largest_register_ff_count": 1,
    },
    "floorplan": {
        "die_area_um2": 18900,
        "coreArea_um2": 18000,
        "row_count": 49,
        "core_util_floorplan_pct": 40.9,
        "ios": 102,
        "die_x_um": 138,
        "height_of_the_die_um": 138,
    },
    "critical_path": {
        "worstPathMaxFanout": 23,
        "data_arrival_critical_path_ps": 10350,
        "critical_path.startpoint_type": "input port",
        "crit_path_end_kind": "primary output",
        "worstSetupStartpoint": "b[4]",
        "critical_path_class": "in2out",
        "worstPathRequired_ps": 19040,
    },
    "flow_run": {
        "warning_count": 100,
        "max_cap_viol_count": 0,
    },
    "min_path": {
        "hp-start": "gin[2]",
        "timing.hold.worst.class": "in2out",
        "min_delay_path_depth": 6,
    },
    "place": {
        "port_buffers": 102,
        "postPlaceCellArea_um2": 8470,
        "finalWeightedCongestion": 1.00,
        "hpwl_um": 25500,
    },
    "power_and_ir_drop": {
        "power_per_cell_area_nw_per_um2": 25.0,
        "power.leakage_nw": 3.56,
        "vdd_ir_drop_max_v": 0.0000154,
    },
    "status": {
        "outcome": "completed",
    },
    "cts": {
        "cts_setup_buffers": 0,
        "ctsResizeCount": 0,
        "ctsHoldBuffers": 0,
    },
}
-- kinds of logic (layout without fill, tap and decap cells) --
logic type      count (synthesis)  in the layout  share of synthesized area (%)
compound gates                345            345                           31.4
simple gates                  322            322                           21.4
buf+inv                       174            222                           9.72
fa+ha+maj                     102            102                           17.6
mux                            87             87                           16.5
xor+xnor                       27             27                           3.22
latches                         1              1                          0.204
-- worst paths after layout --
kind,to,slack [ps]
setup / recovery,zout,8690
hold / removal,sum[1],10670
-- cell type report --
type | instances | area, µm² | area share, %
Inverter | 98 | 368 | 4.34
Multi-Input combinational cell | 883 | 6630 | 78.2
Sequential cell | 1 | 15.0 | 0.177
Tap cell | 229 | 287 | 3.38
Timing Repair Buffer | 124 | 1170 | 13.9
-- metal layers --
metal,GRT usage [%],routed length [µm]
met2,49.7,13500
met5,0,14
met1,54.4,15200
met4,8.91,904
met3,6.12,2830
-- metrics by stage --
step	util [%]	instances	setup WS, ps	total power, mW	hold WS, ps
6_report	47.1	1335	8690	0.211	10670
5_1_grt	47.1	1335	8480	0.227	10760
4_1_cts	47.1	1335	8780	0.206	10670
3_5_place_dp	47.1	1335	8790	0.205	10660
3_3_place_gp	47.1	1335	8770	0.207	10640
2_1_floorplan	-	1058	10620	0.127	9650
-- placed cells by master, fill, tap and decap left out, drive strengths merged, types with 21 or more instances in the layout --
| cell type | count |
|---|---|
| nor3 | 26 |
| inv | 98 |
| buf | 25 |
| o22ai | 34 |
| xnor2 | 21 |
| nand2 | 113 |
| mux4 | 27 |
| o21ai | 73 |
| a21oi | 77 |
| nor2 | 79 |
| ha | 100 |
| clkdlybuf4s50 | 99 |
| mux2i | 56 |
| o211ai | 21 |
-- worst max-delay path, stage by stage --
cell and delay [ps]:
clkdlybuf4s50_1 450, buf_4 260, inv_1 290, ha_1 490
inv_1 120, a21oi_1 440, a21oi_1 220, nor4_2 490
a21oi_1 220, a221o_1 340, xnor2_1 270, o21ai_0 170
or4_1 580, or4_4 550, nor4b_4 210, clkdlybuf4s50_1 500
-- report_power, final --
group          total, mW  switching, mW  internal [mW]
Combinational      0.211          0.125         0.0864
Clock                  0              0              0
Sequential      0.000305      0.0000355       0.000269
No activity file was given, so power comes from the tool's default toggle rates.
