==> design.v <==
module FullComparator(LtIn, GtIn, EqIn, A, B, Lt, Gt, Eq);
    input LtIn, GtIn, EqIn, A, B;
    output Lt, Gt, Eq;
    wire notA, notB, and1, and2, and3, and4;
    not(notA, A);
    not(notB, B);
    assign and1 = EqIn & notA & B; 
    assign and2 = EqIn & A & notB; 
    assign and3 = EqIn & A & B; 
    assign and4 = EqIn & notA & notB; 
    assign Lt = LtIn | and1;
    assign Gt = GtIn | and2;
    assign Eq = and3 | and4;
endmodule
module FourBitComparator(LtIn, GtIn, EqIn, A, B, Lt, Gt, Eq);
    input LtIn, GtIn, EqIn;
    input [3:0] A;
    input [3:0] B;
    output Lt, Gt, Eq;
    wire LtIn1, GtIn1, EqIn1;
    wire LtIn2, GtIn2, EqIn2;
    wire LtIn3, GtIn3, EqIn3;
    FullComparator fc1 (LtIn, GtIn, EqIn, A[3], B[3], LtIn1, GtIn1, EqIn1);
    FullComparator fc2 (LtIn1, GtIn1, EqIn1, A[2], B[2], LtIn2, GtIn2, EqIn2);
    FullComparator fc3 (LtIn2, GtIn2, EqIn2, A[1], B[1], LtIn3, GtIn3, EqIn3);
    FullComparator fc4 (LtIn3, GtIn3, EqIn3, A[0], B[0], Lt, Gt, Eq);
endmodule
module TwentyBitComparator(A, B, Lt, Gt, Eq);
    input [19:0] A;
    input [19:0] B;
    output Lt, Gt, Eq;
    wire LtIn1, GtIn1, EqIn1;
    wire LtIn2, GtIn2, EqIn2;
    wire LtIn3, GtIn3, EqIn3;
    wire LtIn4, GtIn4, EqIn4;
    FourBitComparator fc1 (1'b0, 1'b0, 1'b1, A[19:16], B[19:16], LtIn1, GtIn1, EqIn1);
    FourBitComparator fc2 (LtIn1, GtIn1, EqIn1, A[15:12], B[15:12], LtIn2, GtIn2, EqIn2);
    FourBitComparator fc3 (LtIn2, GtIn2, EqIn2, A[11:8], B[11:8], LtIn3, GtIn3, EqIn3);
    FourBitComparator fc4 (LtIn3, GtIn3, EqIn3, A[7:4], B[7:4], LtIn4, GtIn4, EqIn4);
    FourBitComparator fc5 (LtIn4, GtIn4, EqIn4, A[3:0], B[3:0], Lt, Gt, Eq);
endmodule
module FullAdder(Cin, A, B, Sum, Cout);
    input Cin, A, B;
    output Sum, Cout;
    wire xor1, and1, and2, or1;
    assign xor1 = (~A & B) | (A & ~B);
    assign Sum = (~xor1 & Cin) | (xor1 & ~Cin);
    assign and1 = Cin & xor1;
    assign and2 = A & B;
    assign Cout = and1 | and2;
endmodule
module FourBitAdder(Cin, A, B, Sum, Cout);
    input Cin;
    input [3:0] A;
    input [3:0] B;
    output [3:0] Sum;
    output Cout;
    wire Cout0, Cout1, Cout2;
    FullAdder fa1 (Cin, A[0], B[0], Sum[0], Cout0);
    FullAdder fa2 (Cout0, A[1], B[1], Sum[1], Cout1);
    FullAdder fa3 (Cout1, A[2], B[2], Sum[2], Cout2);
    FullAdder fa4 (Cout2, A[3], B[3], Sum[3], Cout);
endmodule
module TwentyBitAdder(Cin, A, B, Sum, Cout);
    input Cin;
    input [19:0] A;
    input [19:0] B;
    output [19:0] Sum;
    output Cout;
    wire Cout0, Cout1, Cout2, Cout3;
    FourBitAdder fa1 (Cin, A[3:0], B[3:0], Sum[3:0], Cout0);
    FourBitAdder fa2 (Cout0, A[7:4], B[7:4], Sum[7:4], Cout1);
    FourBitAdder fa3 (Cout1, A[11:8], B[11:8], Sum[11:8], Cout2);
    FourBitAdder fa4 (Cout2, A[15:12], B[15:12], Sum[15:12], Cout3);
    FourBitAdder fa5 (Cout3, A[19:16], B[19:16], Sum[19:16], Cout);
endmodule
module ALU(in1, in2, opCode, EqualFlag, result);
    input [19:0] in1;
    input [19:0] in2;
    input [2:0] opCode;
    output EqualFlag;
    output reg [19:0] result;
    TwentyBitComparator tbc (in1, in2, lt, gt, EqualFlag);
    wire selAnd1, selAnd2, selAnd3;
    assign selAnd1 = opCode[0] & opCode[1] & ~opCode[2];
    assign selAnd2 = ~opCode[0] & ~opCode[1] & opCode[2];
    assign selAnd3 = ~opCode[0] & opCode[1] & ~opCode[2];
    wire [1:0] selOr;
    assign selOr[1] = selAnd1 | selAnd2;
    assign selOr[0] = selAnd2 | selAnd3;
    reg [19:0] newIn2;
    always @ (in2 or opCode[0]) begin  
        case (opCode[0])  
            1'b0 : newIn2 <= in2;  
            1'b1 : newIn2 <= ~in2;  
        endcase  
    end
    wire [19:0] in2_2 = newIn2;
    wire [19:0] muxInput0;
    wire [19:0] muxInput1;
    wire [19:0] muxInput2;
    wire [19:0] muxInput3;
    TwentyBitAdder tba (opCode[0], in1, in2_2, muxInput0, Cout);
    assign muxInput1 = in1 & in2;
    assign muxInput2 = in1 | in2;
    assign muxInput3 = (~in1 & in2) | (in1 & ~in2);
    always @ (muxInput0 or muxInput1 or muxInput2 or muxInput3 or selOr) begin  
        case (selOr)  
            2'b00 : result <= muxInput0;  
            2'b01 : result <= muxInput1;  
            2'b10 : result <= muxInput2;  
            2'b11 : result <= muxInput3;  
        endcase  
    end
endmodule
==> run.sh <==
#!/bin/bash
# OpenROAD 26Q1-2900-gdf79404cd8, Yosys 0.63+post, stock flow scripts
make -C /OpenROAD-flow-scripts/flow DESIGN_CONFIG=/design/flow/config.mk WORK_HOME=/design/flow/orfs finish
==> config.mk <==
export PLATFORM = sky130hd
export DESIGN_NAME = ALU
export DESIGN_NICKNAME = ALU
export VERILOG_FILES = /design/flow/design.v
export SDC_FILE = /design/flow/constraint.sdc
export NUM_CORES = 4
export LEC_CHECK = 1
export CORE_AREA = 10 10 112 112
export DIE_AREA = 0 0 122 122
==> constraint.sdc <==
current_design ALU

set clk_period 24.8
set clk_io_pct 0.2

create_clock -name clk0 -period $clk_period

set non_clock_inputs [all_inputs -no_clocks]
set_input_delay [expr $clk_period * $clk_io_pct] -clock clk0 $non_clock_inputs
set_output_delay [expr $clk_period * $clk_io_pct] -clock clk0 [all_outputs]
==> reports/qor.yml <==
outcome:
  status: "finished clean"
logic_synthesis:
  syn_area_per_cell_um2: 7.722
  syn_inst: 285
  postSynthSeqShare_pct: 0
  yosysWarnings: 4
  netlist_area_mm2: 0.002201
  netlist-cell-type-count: 29
  yosys-stat-cells: 285
  yosysChipArea_mm2: 0.002201
setup_path:
  crit_buf_inv: 2
  cp.required_ns: 19.84
  path_delay_family: "adder cells"
  arrival_ns: 14.48
  crit_chain: "clkdlybuf4s50_1 -> mux2i_1 -> fa_1 -> fa_1 -> fa_1 -> fa_1 -> fa_1 -> fa_1 -> fa_1 -> fa_1 -> fa_1 -> fa_1 -> fa_1 -> fa_1 -> fa_1 -> fa_1 -> fa_1 -> fa_1 -> fa_1 -> fa_1 -> xor3_1 -> a211o_1 -> a22oi_2 -> clkdlybuf4s50_1"
  path_common_cell: "fa_1"
  cp_max_fo: 4
  critPathSlowestCell: "clkdlybuf4s50_1"
  max_stage_delay_ns: 0.56
  critPathCaptureType: "output pin"
  crit_type: "in2out"
  startpoint_type: "input pin"
timing:
  relSlewSlack_pct: 58.29
  finalHoldViolations: 0
  setup_tns_ns: 0
  tightest_slew_ns: 0.6257
  maxSlewViolCount: 0
  setup_violations: 0
  rsz0062_at_grt: "no"
  fin_crit_sh_pct: 78.38
  max_freq_mhz: 51.45
  setup_ws_ns: 5.362
  period_minus_slack_ns: 19.44
final_layout:
  final_cell_area_mm2: 0.002945
  final_layout_size_suffix_gt1_share_pct: 2.374
  fillCellCount: 1054
  logic_area_mm2: 0.001892
  ff_latch_area_um2: 0
  flops: 0
  nClkBuffers: 0
  area_growth_pct: 33.83
global_route:
  grt_max_degree: 56
  grt.total_usage_pct: 8.628
  grt_pass1_wl_um: 10320
  antenna_found_initial: 0
  grt_pass1_vias: 2023
  grt_overflow: 0
placement:
  pre_cts_slack_ns: 5.265
  port_buffers: 64
  dp_hpwl_um: 5215
  placed_area_mm2: 0.002945
  place_congestion: 0.8492
clock_network:
  cts_setup_buffers: 0
  cts_hold_buf: 0
  post_cts_resize_count: 0
detailed_routing:
  post_drt_wl_per_cell_um: 13.77
  wirelength_um: 6514
  drtPass1Iterations: 4
  vias: 2024
  drc_errors: 0
  diodes: 0
  avgViaCountPerCell: 4.279
  final_antenna_net_count: 0
  drtIter0Drc: 97
floorplanning:
  rows: 37
  io_pins: 64
  die_area_mm2: 0.01488
  die_w_um: 122
  core_mm2: 0.01023
  die_h_um: 122
  fp_util_pct: 21.51
power:
  p_leak_nw: 1.324
  p_per_area_mw_per_mm2: 25.22
  ir_drop_v: 0.000009814
  total_power_w: 0.00007427
job:
  drv_cap: 0
  warnings: 52
min_path:
  worstHoldPathType: "in2out"
==> placed cells by master (no fill, tap or decap), types with 3 or more instances in the layout <==
| master | n |
|---|---|
| xor2_1 | 15 |
| fa_1 | 18 |
| nor4_1 | 3 |
| xnor2_1 | 22 |
| nand2_1 | 20 |
| buf_4 | 4 |
| clkdlybuf4s50_1 | 63 |
| o22ai_1 | 20 |
| a21oi_1 | 19 |
| o22a_1 | 19 |
| inv_1 | 58 |
| o21ai_0 | 21 |
| ha_1 | 40 |
==> tightest hold or removal path: stages <==
cell and delay [ns]:
buf_2 0.18, a21oi_1 0.10, clkdlybuf4s50_1 0.41
==> cells in the mapped netlist (all sizes together) <==
cell,count,share of area [%]
inv,58,9.9
ha,40,23
xnor2,22,8.8
nand2,21,3.7
o21ai,21,4.8
o22ai,20,5.7
a21oi,19,4.3
o22a,19,7.6
fa,18,16
xor2,15,6.0
buf,8,2.8
clkbuf,8,1.4
nor4,3,0.85
or2b,2,0.85
a211o,1,0.40
a22oi,1,0.57
mux2i,1,0.45
nand3,1,0.23
nand3b,1,0.34
nand4,1,0.28
nor2,1,0.17
nor2b,1,0.28
nor3,1,0.23
or4,1,0.34
xor3,1,1.1
==> path summary, 6_finish.rpt <==
kind              startpoint          to  slack, ns  cells past startpoint
setup / recovery      in2[0]  result[19]       5.36                     24
hold / removal     opCode[0]   result[1]      10.61                      3
==> metrics by stage <==
| stage | utilization (%) | std cells | hold slack [ns] |
|---|---|---|---|
| 2_1_floorplan | - | 285 | 10.05 |
| 3_3_place_gp | 28.79 | 473 | 10.62 |
| 3_5_place_dp | 28.79 | 473 | 10.62 |
| 4_1_cts | 28.79 | 473 | 10.62 |
| 5_1_grt | 28.79 | 473 | 10.65 |
| 6_report | 28.79 | 473 | 10.61 |
==> power breakdown <==
part	internal [W]	switching, W
registers	0	0
logic	0.0000404	0.0000338
clock network	0	0
==> area by class of cell <==
| cell class | count | share of cell area (%) |
|---|---|---|
| Timing Repair Buffer | 68 | 22.60 |
| Tap cell | 136 | 5.777 |
| Multi-Input combinational cell | 211 | 64.23 |
| Inverter | 58 | 7.392 |
==> cells by family after synthesis <==
family,count (synthesis),synth area share (%)
mux,1,0.4548
fa+ha+maj,58,39.11
compound gates,81,23.31
simple gates,33,7.277
buf+inv,74,14.04
xor+xnor,38,15.80
==> layer usage <==
layer | share of wire, % | GRT usage (%)
met3 | 9.4 | 2.207
met5 | 0 | 0
met2 | 42 | 12.95
met4 | 0 | 0.2981
met1 | 48 | 12.83
Power is estimated from default activity; no workload was simulated.
